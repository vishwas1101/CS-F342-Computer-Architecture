**/design/flow/design.v**
```verilog
module registerBank (
  input wire clk,     
  input wire rst_n,   
  input wire [4:0] readReg1, 
  input wire [4:0] readReg2,
  output reg [31:0] readData1,
  output reg [31:0] readData2,
  input wire [4:0] writeReg,
  input wire regWrite,
  input wire [31:0] writeData
);
reg [31:0] Reg [31:0];  
integer i;
always @(posedge clk, posedge rst_n)
  begin
    if(rst_n)
      begin
        for(i = 0; i < 32; i = i + 1)
          Reg[i] <= i;
      end
    else 
      begin 
        if(regWrite)
          Reg[writeReg] <= writeData;
      end 
  end 
always @(*)
  begin 
    readData1 = Reg[readReg1];
    readData2 = Reg[readReg2];
  end 
endmodule
```
**/design/flow/run.sh**
```bash
#!/bin/bash
# OpenROAD 26Q1-2900-gdf79404cd8, Yosys 0.63+post, stock flow scripts
make -C /OpenROAD-flow-scripts/flow DESIGN_CONFIG=/design/flow/config.mk WORK_HOME=/design/flow/orfs finish
```
**/design/flow/config.mk**
```make
export PLATFORM = sky130hd
export DESIGN_NAME = registerBank
export DESIGN_NICKNAME = registerBank
export VERILOG_FILES = /design/flow/design.v
export SDC_FILE = /design/flow/constraint.sdc
export NUM_CORES = 4
export LEC_CHECK = 1
export CORE_UTILIZATION = 40
```
**/design/flow/constraint.sdc**
```tcl
current_design registerBank

set clk_period 10.1
set clk_io_pct 0.2

create_clock -name clk0 -period $clk_period [get_ports {clk}]

set non_clock_inputs [all_inputs -no_clocks]
set_input_delay [expr $clk_period * $clk_io_pct] -clock clk0 $non_clock_inputs
set_output_delay [expr $clk_period * $clk_io_pct] -clock clk0 [all_outputs]
```
==> results_slide.txt <==
Synthesis and Place & Route Summary

STA
  – Clock skew: 0 ps
  – Setup-failing EPs final: 0
  – Tcrit/Tclk final: 84.0%
  – Worst slew pin tran: around 1300 ps
  – Hold Vio Cnt, Final: 0
  – Worst rel slew slack: 13.1%
  – Post-layout min period: 8480 ps
  – Max Freq: 118 MHz
  – Min Hold Slack: 524 ps
  – RSZ-0062 raised after global routing: false
  – Slew Limit Fails: 0
  – Post-route setup slack: about 1600 ps
  – Final TNS setup: 0 ps

Global route
  – Overall routing resource usage: between 40% and 50%
  – Largest net degree at the start of global routing: 125
  – Initial antenna violation count: 20
  – Grt ovf: 0
  – Vias in the first global route: roughly 44000
  – First-pass GRT wire length: between 300000 and 400000 um

Worst hold path
  – Worst min path class: reg2reg

Setup path
  – Worst setup EP type: output port
  – Worst Path Arrival: ~6500 ps
  – Crit path max fanout: 21
  – Critical path type: in2out
  – WP data required: 8080 ps
  – Crit start category: input port
  – Reg2Reg Setup Slack: 9130 ps

Drt
  – # DRC: 0
  – Vias per cell: approximately 7.3
  – Number of DRC markers in iteration 0: 6010
  – Vias post-DR: around 46000
  – Final ANT Viol Nets: 0
  – Drt first pass iters: 9
  – Total wire length: 279000 um
  – Routed len/inst: 44.8 um

Power
  – PwrDens: approximately 200 nW/um^2
  – Pint: 8.34 mW
  – Clock power frac: approximately 37%
  – Leak Pwr: 25.5 nW
  – Net Sw Frac: around 30%
  – Logic gate share of total power: about 14%
  – Max VDD drop: roughly 0.15 mV
  – Sw power: around 3.5 mW
  – Part of the power in registers: roughly half

Die
  – Core area: between 100000 and 150000 um^2
  – Die area: 130000 um^2
  – Init Core Util: 40.3%
  – Die width: 361 um
  – Chip height: roughly 360 um
  – # IOs: between 100 and 150
  – Cell Rows: between 100 and 150

Cells and area
  – Final Instance Area: between 50000 and 60000 um^2
  – Max reg flops: slightly above 1000
  – Synthesis-to-finish area growth: 15.6%
  – Largest Register: Reg
  – Largest regs: Reg: 1024 flops
  – Layout cell share with drive strength beyond 1: a little under two fifths
  – Utilization after layout: between 40% and 50%

Synthesis
  – Ys cells: 4395
  – Top cells by area: dfrtp_1 46%, mux2_2 23%, a22oi_1 11%
  – Mapped cell area: between 50000 and 60000 um^2
  – Area leader, netlist: dfrtp_1
  – Share of the synthesized area in the top cell type: 45.9%
  – Yosys chip area: 51500 um^2
  – Post-synth EDFFs: 0
  – Yosys reg bits: 1024
  – Post-synthesis cell count: ~4400
  – Distinct lib cells: between 60 and 70
  – Most frequent cell after synthesis: mux2_2
  – Asr flop ratio synth: ~100%
  – Yosys warns: 2
  – Synth top cells by count: 1031 x mux2_2, 944 x dfrtp_1, 756 x a22oi_1, 262 x clkbuf_1, 240 x nand2_1
  – Synthesized area per cell: between 10 and 15 um^2
  – Seq/Total Area, Yosys: between 40% and 50%
  – Top FF cell, synth: dfrtp_1

Flow run
  – Maxcap violations: 0
  – Count of tool warnings: approximately 51

Outcome
  – Status: completed

Clocking
  – CTS tree: built
  – CTS Root Cell: clkbuf_16
  – Clock Sinks: approximately 1000
  – Clock-pin slew on the worst setup and hold paths: roughly 60 ps
  – Setup Buffers After CTS: 0
  – # hold bufs at CTS: 0
  – H-tree depth: 3
  – Post_cts resized: 0
  – Number of buffers created by CTS: ~110
  – Clk latency late pin: slightly below 800 ps
  – Clk buf depth: 3

Placement
  – Port-buffer cells: 113
  – Dpl hpwl: 171000 um
  – Placed Area: about 56000 um^2
  – Gpl congestion: 1.07
  – Setup slack after placement: 1890 ps
## metal layers
layer  track usage (%)  wire length, um  vias to the layer above
met1              55.4            98000                    22800
li1                  -                -                    17000
met4              26.6            23600                       24
met2              56.8           109000                     4292
met3              29.3            48900                     1449
met5              1.59              339                        -
## area by class of cell
class | instances | area, um^2
fillers | 11400 | 68000
repair buffers | 373 | 3220
diodes | 21 | 52.6
multi-input cells | 2934 | 24600
clock buffers | 164 | 3300
inverters | 7 | 30.0
flip-flops and latches | 1024 | 25700
clock inverters | 47 | 517
well taps | 1662 | 2080
## through the flow
stage               instances  total power, mW
finish                   6232             11.9
global placement         6000             7.45
CTS                      6211             11.8
global route             6212             12.2
detailed placement       6000             7.47
floorplan                4395             6.57
## kinds of logic (layout without fill, tap and decap cells)
group	after synthesis	in the layout	synth area share (%)
other	0	21	0
AND/OR/NAND/NOR	776	776	7.30
buffers and inverters	437	591	3.48
AND-OR/OR-AND	1074	1074	15.6
multiplexers	1084	1084	23.6
flip-flops	1024	1024	50.0
## worst paths after layout
| path | from | end | cells after the start |
|---|---|---|---|
| worst max-delay path | readReg1[0] | readData1[11] | 10 |
| worst min-delay path | Reg[24][26] | Reg[24][26] | 1 |
| worst max register to register | Reg[27][31] | Reg[27][31] | 1 |
| worst min register to register | Reg[24][26] | Reg[24][26] | 1 |
| max in group asynchronous | rst_n | Reg[22][23] | 5 |
| min in group asynchronous | rst_n | Reg[0][1] | 3 |
## cell usage in the layout, fill, tap and decap left out, types with 72 or more instances in the layout
cell / n
clkdlybuf4s50_1: 107
nand2_1: 227
nand4_1: 90
a22oi_1: 756
a21oi_1: 84
nor2_4: 74
clkbuf_16: 115
nor3_1: 72
mux2_2: 1031
buf_4: 248
nor2_1: 101
dfstp_2: 80
dfrtp_1: 944
## worst max-delay path: stages
cell and delay [ps]:
clkdlybuf4s50_1 640, buf_4 360, nand2b_1 550, nor2_4 680
buf_4 710, a22oi_1 200, nand4_1 170, nor2_1 70
a21oi_1 440, clkdlybuf4s50_1 590
## power by group through the flow
stage / clock [mW] / sequential (mW) / combinational [mW]
after CTS: 4.37 / 5.73 / 1.69
after global routing: 4.51 / 5.85 / 1.81
final: 4.34 / 5.79 / 1.72
Power figures rest on the tool's default switching activity, not on a simulated workload.
