==> flow/design.v <==
`timescale 1ns / 1ps
module Instruction_Fetch(input Clk, input Reset, output [31:0] Instruction_Code);
reg [31:0]PC;
Instruction_Memory IM(PC,Reset,Instruction_Code);
always@(posedge Clk,negedge Reset)
begin
    if(Reset == 0)
    PC <= 0;
    else
    PC <= PC + 4;
end
endmodule
`timescale 1ns / 1ps
module Instruction_Memory(PC,Reset,Instruction_Code);
input [31:0]PC;
input Reset;
output [31:0] Instruction_Code;
reg [7:0]Mem[35:0];  
assign Instruction_Code = {Mem[PC+3],Mem[PC+2],Mem[PC+1],Mem[PC]};
always@(Reset)
begin
if (Reset == 0)
    begin
    Mem[3] = 8'h00; Mem[2] = 8'h73; Mem[1] = 8'h02; Mem[0] = 8'hb3;   
    Mem[7] = 8'h40; Mem[6] = 8'h94; Mem[5] = 8'h03; Mem[4] = 8'hb3;   
    Mem[11] = 8'h00; Mem[10] = 8'h64; Mem[9] = 8'h14; Mem[8] = 8'hb3;   
    end
end
endmodule
==> flow/run.sh <==
#!/bin/bash
# OpenROAD 26Q1-2900-gdf79404cd8, Yosys 0.63+post, stock flow scripts
make -C /OpenROAD-flow-scripts/flow DESIGN_CONFIG=/design/flow/config.mk WORK_HOME=/design/flow/orfs finish
==> flow/config.mk <==
export PLATFORM = sky130hd
export DESIGN_NAME = Instruction_Fetch
export DESIGN_NICKNAME = Instruction_Fetch
export VERILOG_FILES = /design/flow/design.v
export SDC_FILE = /design/flow/constraint.sdc
export NUM_CORES = 4
export LEC_CHECK = 1
export CORE_AREA = 10 10 70 70
export DIE_AREA = 0 0 80 80
==> flow/constraint.sdc <==
current_design Instruction_Fetch

set clk_period 1.7
set clk_io_pct 0.2

create_clock -name clk0 -period $clk_period [get_ports {Clk}]

set non_clock_inputs [all_inputs -no_clocks]
set_input_delay [expr $clk_period * $clk_io_pct] -clock clk0 $non_clock_inputs
set_output_delay [expr $clk_period * $clk_io_pct] -clock clk0 [all_outputs]
==> impl_table.tex <==
% Synthesis and place-and-route results
\begin{tabular}{lr}
\hline
Metric & Value \\
\hline
\multicolumn{2}{l}{\textbf{Clock network}} \\
\quad CTS Hold Bufs & 0 \\
\quad Maximum count of clock buffers along a single path & 2 \\
\quad CTS tree & done \\
\quad CTS sink cnt & 4 \\
\quad Clock tree root driver cell & sky130\_fd\_sc\_hd\_\_clkbuf\_4 \\
\quad Number of buffers inserted during clock tree synthesis & 3 \\
\quad Number of H-tree levels & 1 \\
\quad Post-CTS clock slew at the launch and capture registers of the worst setup and hold paths & 0.04 ns \\
\quad Clock latency reported for the late side of the worst-skew pair & 0.24 ns \\
\multicolumn{2}{l}{\textbf{Run status}} \\
\quad Failing checks & setup timing \\
\quad Outcome & finished, violations left \\
\multicolumn{2}{l}{\textbf{Timing}} \\
\quad Unrepaired setup endpoints after global routing & true \\
\quad Final number of setup-violating endpoints & 4 \\
\quad Summed negative setup slack over all endpoints & -0.0597 ns \\
\quad Maximum achievable frequency & between 0.5 and 0.6 GHz \\
\quad Post-route worst setup slack & -0.0171 ns \\
\quad Worst slack on hold paths & 0.323 ns \\
\quad Final min period & 1.72 ns \\
\quad Final critical-path share of the clock period & 101\% \\
\quad Slew Limit Fails & 0 \\
\quad Post-route clock skew & 0.00271 ns \\
\quad Final Hold Vio Count & 0 \\
\multicolumn{2}{l}{\textbf{Drt}} \\
\quad Number of iterations in the first detailed-routing pass & 2 \\
\quad Average vias per placed instance & 2.94 \\
\quad Count of vias placed by the detailed router & about 350 \\
\quad Diodes inserted & 0 \\
\quad Number of DRC violations after detailed routing & 0 \\
\quad Number of DRC markers after the initial detailed-route iteration & 5 \\
\quad Routed Antenna Nets & 0 \\
\quad Final WL & 1080 um \\
\quad Wirelength per Cell & $\sim$9.1 um \\
\multicolumn{2}{l}{\textbf{Logic synthesis}} \\
\quad Yosys cell count & $\sim$49 \\
\quad Cell area after technology mapping & 444 um\^{}2 \\
\quad Number of distinct library cells after synthesis & 16 \\
\quad Area of the synthesized netlist per yosys stat & approximately 440 um\^{}2 \\
\quad Warnings from Yosys & 195 \\
\quad Proportion of synthesized chip area in sequential cells & 22.5\% \\
\quad Post-Syn Instances & 49 \\
\quad Flop and latch count out of synthesis & 4 \\
\quad Synthesized area per cell & 9.06 um\^{}2 \\
\multicolumn{2}{l}{\textbf{Critical path}} \\
\quad Setup Crit Path Kind & register to output port \\
\quad CP Capture Type & output port \\
\quad Critical Path Start Type & register \\
\quad Required @ worst endpoint & 1.36 ns \\
\quad Arrival time of data at the critical path endpoint & 1.38 ns \\
\quad Largest fanout on the critical path & 6 \\
\multicolumn{2}{l}{\textbf{Die}} \\
\quad Placement row count & 21 \\
\quad DIE WIDTH & approximately 80 um \\
\quad Chip Area & 6400 um\^{}2 \\
\quad Placeable core region & 3420 um\^{}2 \\
\quad Pre-placement core utilization & a little over an eighth \\
\quad Number of top-level design ports & 34 \\
\quad DIE HEIGHT & $\sim$80 um \\
\multicolumn{2}{l}{\textbf{Power}} \\
\quad Maximum vdd ir drop & 0.0972 mV \\
\quad Power density over the cells & 321 nW/um\^{}2 \\
\quad Static Leak & 0.347 nW \\
\multicolumn{2}{l}{\textbf{Place}} \\
\quad Setup Slack @ Placement & -0.111 ns \\
\quad Routability-driven placement congestion ratio & $\sim$0.74 \\
\quad Inst Count DP & 110 \\
\quad Detailed-placement wirelength estimate & 873 um \\
\quad Port-buffer cells & 18 \\
\multicolumn{2}{l}{\textbf{Global routing}} \\
\quad Vias in the first global route & 357 \\
\quad Grt total ovfl & 0 \\
\quad Number of antenna violations at the first check in global routing & 0 \\
\quad Largest net degree at the start of global routing & 10 \\
\quad Global routing usage summed across all routing layers & 2.97\% \\
\quad First-pass GRT wire length & 1550 um \\
\multicolumn{2}{l}{\textbf{Final layout}} \\
\quad Max FFs per register & 4 \\
\quad Most numerous logic cells after layout & sky130\_fd\_sc\_hd\_\_conb\_1 (15), sky130\_fd\_sc\_hd\_\_buf\_4 (8), sky130\_fd\_sc\_hd\_\_clkbuf\_2 (7), sky130\_fd\_sc\_hd\_\_buf\_2 (5) \\
\quad Layout cell share with drive strength beyond 1 & 53.4\% \\
\quad Core Util, Final & about 20\% \\
\quad Top cell excl fill/tap & sky130\_fd\_sc\_hd\_\_conb\_1 \\
\quad Area growth syn-to-layout & 53.8\% \\
\quad Register with the most flip-flops & PC \\
\quad Count of non-filler cells in the finished layout & 119 \\
\quad Registers with the most flip-flops & PC: 4 flops \\
\quad Fill cell count & around 380 \\
\multicolumn{2}{l}{\textbf{Hold path}} \\
\quad Worst hold path type & input port to async pin \\
\multicolumn{2}{l}{\textbf{Job}} \\
\quad Maximum capacitance violations & 0 \\
\quad Number of logged tool warnings & 30 \\
\hline
\end{tabular}
synth_stat cells:
cell | number | area share (%)
sky130_fd_sc_hd__ha_1 | 4 | 11
sky130_fd_sc_hd__xnor2_1 | 1 | 2.0
sky130_fd_sc_hd__xor2_1 | 1 | 2.0
sky130_fd_sc_hd__o211ai_1 | 1 | 1.7
sky130_fd_sc_hd__conb_1 | 2 | 1.7
sky130_fd_sc_hd__o21a_1 | 3 | 5.1
sky130_fd_sc_hd__o31ai_1 | 1 | 1.7
sky130_fd_sc_hd__nor3_1 | 1 | 1.1
sky130_fd_sc_hd__and2_1 | 2 | 2.8
sky130_fd_sc_hd__nor2_4 | 1 | 2.5
sky130_fd_sc_hd__o31a_1 | 1 | 2.0
sky130_fd_sc_hd__dfrtp_1 | 4 | 23
sky130_fd_sc_hd__nand3b_1 | 1 | 1.7
sky130_fd_sc_hd__nand3_2 | 1 | 2.3
sky130_fd_sc_hd__buf_4 | 22 | 37
sky130_fd_sc_hd__inv_1 | 3 | 2.5
metal layers:
layer / vias to the layer above / share of wire, % / track usage [%]
met5: - / 0 / 0
met1: 157 / 39 / 3.21
met2: 23 / 41 / 4.09
met4: 0 / 0 / 0.528
met3: 0 / 20 / 2.95
li1: 170 / - / -
critical path: stages (launching register included):
cell,delay (ns)
sky130_fd_sc_hd__dfrtp_1,0.41
sky130_fd_sc_hd__inv_2,0.09
sky130_fd_sc_hd__ha_4,0.19
sky130_fd_sc_hd__o31a_1,0.33
sky130_fd_sc_hd__buf_2,0.13
worst paths after layout:
check	start	slack, ns	cells past startpoint	to
min in group clk0	PC[5]	0.62	2	PC[5]
worst max register to register	PC[2]	0.48	5	PC[4]
worst min register to register	PC[5]	0.62	2	PC[5]
max in group asynchronous	Reset	1.19	1	PC[4]
worst min-delay path	Reset	0.32	1	PC[2]
worst max-delay path	PC[3]	-0.02	4	Instruction_Code[7]
stage by stage:
stage / total power, mW / area, um^2
global route: 0.241 / 683
global placement: 0.105 / 611
floorplan: 0.121 / 493
CTS: 0.227 / 694
detailed placement: 0.104 / 611
finish: 0.219 / 683
logic make-up (layout without fill, tap and decap cells):
logic type / Yosys count / after routing / share of synthesized area (%)
xor gates and xnor gates: 2 / 2 / 3.94
and+or+nand+nor: 6 / 6 / 10.4
AOI/OAI and AO/OA: 6 / 6 / 10.4
other: 2 / 15 / 1.69
adders and majority gates: 4 / 4 / 11.3
buffers and inverters: 25 / 36 / 39.7
DFF: 4 / 4 / 22.5
layout make-up:
class | count | area [um^2] | share of cell area, %
clock buffers | 3 | 22.5 | 3.30
inverters | 3 | 11.3 | 1.65
multi-input cells | 33 | 269 | 39.4
flip-flops and latches | 4 | 100 | 14.7
well taps | 46 | 57.6 | 8.42
repair buffers | 30 | 223 | 32.6
timing repair:
item                       in CTS  in global routing
pin swaps                       3                  4
cloned                          0                  0
gates resized                  46                 15
setup buffers                   5                  1
setup endpoints to repair      17                 15
power breakdown:
group | switching, mW | internal, mW | total [mW]
logic | 0.00388 | 0.00204 | 0.00592
clock network | 0.0385 | 0.0789 | 0.117
registers | 0 | 0.0958 | 0.0958
No activity file was given, so power comes from the tool's default toggle rates.
