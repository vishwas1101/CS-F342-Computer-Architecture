**flow/run.sh**
```bash
#!/bin/bash
# OpenROAD 26Q1-2900-gdf79404cd8, Yosys 0.63+post, stock flow scripts
make -C /OpenROAD-flow-scripts/flow DESIGN_CONFIG=/design/flow/config.mk WORK_HOME=/design/flow/orfs finish
```
**flow/config.mk**
```make
export PLATFORM = sky130hd
export DESIGN_NAME = Register_File_pipeline
export DESIGN_NICKNAME = Register_File_pipeline
export VERILOG_FILES = /design/flow/design.v
export SDC_FILE = /design/flow/constraint.sdc
export NUM_CORES = 4
export LEC_CHECK = 1
export CORE_UTILIZATION = 30
```
**flow/constraint.sdc**
```tcl
current_design Register_File_pipeline

set clk_period 11.8
set clk_io_pct 0.2

create_clock -name clk0 -period $clk_period

set non_clock_inputs [all_inputs -no_clocks]
set_input_delay [expr $clk_period * $clk_io_pct] -clock clk0 $non_clock_inputs
set_output_delay [expr $clk_period * $clk_io_pct] -clock clk0 [all_outputs]
```
**flow/design.v**
```verilog
`timescale 1ns / 1ps
module Register_File_pipeline(
input [4:0] Read_Reg_Num_1,
input [4:0] Read_Reg_Num_2,
input [4:0] Write_Reg_Num_1,
input [31:0] Write_Data,
output [31:0] Read_Data_1,
output [31:0] Read_Data_2,
input RegWrite,
input Clk,
input Reset
);
reg [31:0] RegMemory [31:0];
integer i;
always @ (*)
begin  
    if (Reset == 0)
    begin
        RegMemory[0] = 32'h0000_0000;
        RegMemory[1] = 32'h0000_0000;
        RegMemory[2] = 32'h0000_0000;
        RegMemory[3] = 32'h0000_0000;
        RegMemory[4] = 32'h0000_0000;
        RegMemory[5] = 32'h0000_0001;    
        RegMemory[6] = 32'h0000_0002;    
        RegMemory[7] = 32'h0000_0003;    
        RegMemory[8] = 32'h0000_0006;    
        RegMemory[9] = 32'h0000_0007;    
        RegMemory[18] = 32'h0000_0004;    
        RegMemory[19] = 32'h0000_0005;    
        RegMemory[28] = 32'h0000_0008;    
        RegMemory[29] = 32'h0000_0009;    
    end
    else
    if ( RegWrite == 1 )
    begin   
         RegMemory[Write_Reg_Num_1] = Write_Data;
    end
end
assign Read_Data_1 = RegMemory[Read_Reg_Num_1];
assign Read_Data_2 = RegMemory[Read_Reg_Num_2];
endmodule
```
==> results.yml <==
# implementation run metrics
power:
  internal_power_mw: 0.4692
  p_sw_mw: 0.6697
  power_mw: 1.139
  power_density_nw_per_um2: 32.06
  vdd_ir_drop_max_mv: 0.02192
  swShare_pct: 58.80
  power.leakage_nw: 14.98
logic_synthesis:
  syn_area_um2: 32130
  postSynthCellCount: 3742
  edf_count: 0
  ff_type: "dlxtn_1"
  ys_cells: 3742
  synth_area_per_cell_um2: 8.588
  yosys_warnings: 2
  ys_seq_elements: 1024
  ys_types: 83
  async_flop_share_pct: 0
  ys_chip_area_um2: 32130
finish:
  instances_no_fill: 5172
  largest_reg_flops: 1024
  syn2layout_area_growth_pct: 10.54
  post-route-util_pct: 33.60
  drive_gt1_share_pct: 9.716
  lay_top_cells: "1024 x dlxtn_1, 748 x nand3_1, 308 x a22oi_1"
  fillers: 10950
  layout_top_cell: "dlxtn_1"
critical_path:
  start_kind: "input port"
  crit_fanout: 30
  end_kind: "output pin"
  cp_common_cell: "buf_4"
  crit_family: "buffers and inverters"
  crit_type: "input port to output pin"
  crit_required_ns: 9.44
  slowest_delay_ns: 0.76
  worstPathCellList: "buf_4, buf_4, nand3b_1, buf_4, nor2_1, buf_4, a22oi_1, and4_1, a31oi_1, clkdlybuf4s50_1"
  crit_arrival_ns: 6.98
  worst_path_max_delay_cell: "nand3b_1"
  crit_buf_inv: 5
  startpoint: "Read_Reg_Num_2[1]"
routing:
  firstDrtPassIters: 19
  drtIter0Drc: 5911
  wl_mm: 226.6
  vias: 39110
  viasPerCell: 7.562
  wl_per_cell_um: 43.82
  ant_nets: 0
  drc_errors: 0
final_timing:
  rsz0062_at_grt: "no"
  slew_viol_final: 0
  fmax_mhz: 107.1
  unclocked_regs: 1024
  fin_setup_tns_ns: 0
  tightest_slew_ns: 1.383
  timing.final.crit_period_ns: 9.340
  finalClockPeriodUsage_pct: 79.15
  finalHoldViolations: 0
  slew_headroom_pct: 7.470
  setup_viol: 0
  untimed_endpoints: 1024
floorplan:
  row_count: 119
  die_h_um: 329.3
  coreArea_um2: 105700
  ios: 114
  die_w_um: 329.3
  fp_util_pct: 30.40
  chip_area_um2: 108400
worst_hold_path:
  min_from: "Read_Reg_Num_2[4]"
  hold_class: "input port to output pin"
global_routing:
  grt_pass1_vias: 36350
  track_usage_pct: 42.08
  grt_pass1_wl_mm: 304.1
  antenna_found_initial: 32
  grt_max_degree: 114
  grt-ovfl-total: 0
outcome:
  outcome: "finished clean"
place:
  dp.cells: 5117
  dp_hpwl_mm: 136.9
  port_buffers: 113
  gp_congestion: 1.120
clocking:
  holdBufCountCts: 0
  postCtsSetupBuffers: 0
  cts_resized: 0
flow_run:
  warning_count: 38
  cap_violations: 0
## layer usage
| metal | GRT usage, % | share of wire, % | vias up |
|---|---|---|---|
| met2 | 53.47 | 37 | 4743 |
| li1 | - | - | 14370 |
| met1 | 46.45 | 32 | 18270 |
| met5 | 4.304 | 0.24 | - |
| met4 | 30.63 | 10 | 36 |
| met3 | 32.76 | 20 | 1688 |
## area by class of cell
type | count | area (um2) | share of cell area [%]
multi-input combinational | 2365 | 15500 | 43.64
timing repair buffer | 327 | 2730 | 7.686
antenna | 55 | 137.6 | 0.3875
sequential | 1024 | 15370 | 43.28
inverter | 10 | 37.54 | 0.1057
tap | 1391 | 1740 | 4.900
## kinds of logic (layout without fill, tap and decap cells)
| group | count (synthesis) | after routing | synth area share [%] |
|---|---|---|---|
| compound gates | 668 | 668 | 16.38 |
| buf+inv | 353 | 337 | 5.038 |
| latches | 1024 | 1024 | 47.92 |
| other cells | 0 | 55 | 0 |
| simple gates | 1619 | 1619 | 28.13 |
| mux | 78 | 78 | 2.613 |
## worst paths after layout
check,slack [ns],cells after the start,endpoint
max,2.46,10,Read_Data_2[23]
min,5.77,4,Read_Data_2[6]
## cells in the mapped netlist (17+ instances only)
cell type  count  area (um2)
dlxtn_1     1024       15400
nand3_1      750        3754
a22oi_1      308        2312
nand4_1      240        1501
and3_1       187        1170
clkbuf_1     161       604.3
buf_2        130       650.6
nor2_1       101       379.1
nand2_1       57       214.0
a2111oi_0     56       490.5
and2_1        45       281.5
mux2i_1       43       430.4
a22o_1        37       324.1
o32a_1        37       370.4
nor4_1        33       206.5
nor3_1        32       160.2
mux2_2        30       337.8
a31oi_1       29       181.4
o21ai_0       29       145.1
or4_1         27       202.7
buf_1         26       97.59
a21oi_1       20       100.1
nand2b_1      20       125.1
a221oi_1      19       166.4
a32oi_1       19       166.4
and4_1        19       166.4
buf_4         17       127.6
## stage by stage
step                hold WS, ns  area [um2]  setup slack [ns]
floorplan                 5.116       32130             5.444
global placement          5.769       35380             3.075
detailed placement        5.767       35380             3.057
CTS                       5.768       35380             3.059
global route              5.785       35410             2.572
finish                    5.770       35520             2.460
Power figures rest on the tool's default switching activity, not on a simulated workload.
